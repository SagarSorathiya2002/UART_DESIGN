<file path="./design.v">
module TRANSMITTER(clk,rst,tx_clk,tx_out,TX_BYTE,TX_BUSSY,TX_VALID,tx_enable,tx_en,ind);
input clk,rst,tx_clk,tx_enable;
input [7:0] TX_BYTE;
output reg tx_out,tx_en,TX_VALID;
output TX_BUSSY;
parameter IDEAL = 2'd0,
          STARTING = 2'd1,
			 DATA = 2'd2,
			 STOP = 2'd3;
reg [1:0] current_state =IDEAL;
reg [7:0] REG_TX_BYTE=8'd0;
reg [3:0] index=4'd0;
output reg [3:0] ind=4'd0;
assign TX_BUSSY=current_state==DATA?1:0;
always@(*)
begin
REG_TX_BYTE=TX_BYTE;
end
always@(posedge clk or posedge rst)
begin
if(rst)
begin
current_state=IDEAL;
tx_out=1'd1;
end
else
begin
tx_en=1'b0;
TX_VALID=1'd0;
case(current_state)
IDEAL :
       begin
		 tx_out=1'd1;
		 ind[0]=1'b1;
		 if(tx_enable)
		 begin
		 if(tx_clk)
		 begin
		 tx_en=1'b1;
		 current_state=STARTING;
		 end
		 end
		 end
STARTING :
       begin
		 tx_out=1'b0;
       		 ind[1]=1'b1;		 
		 current_state=DATA;
		 index =4'd8;
		 end
DATA :
       begin
		 		 ind[2]=1'b1;
		 if(tx_clk)
		 begin
		 index=index-4'd1;
		 tx_out=REG_TX_BYTE[index];
		 if(index==4'd0)
		 begin
		 current_state=STOP;
		 end
		 end
		 end
STOP :    
      begin
		 		 ind[3]=1'b1;
		 if(tx_clk)
		 begin
		 tx_out=1'd1;
		 current_state = IDEAL;
		 TX_VALID=1'd1;
		 end
		 end
default : current_state = IDEAL;
endcase 
end
end
endmodule 
</file>
<file path="./run.sh">
#!/bin/bash
# OpenROAD 26Q1-2900-gdf79404cd8, Yosys 0.63+post, stock flow scripts
make -C /OpenROAD-flow-scripts/flow DESIGN_CONFIG=/design/flow/config.mk WORK_HOME=/design/flow/orfs finish
</file>
<file path="./config.mk">
export PLATFORM = sky130hd
export DESIGN_NAME = TRANSMITTER
export DESIGN_NICKNAME = TRANSMITTER
export VERILOG_FILES = /design/flow/design.v
export SDC_FILE = /design/flow/constraint.sdc
export NUM_CORES = 4
export LEC_CHECK = 1
export CORE_AREA = 10 10 79 79
export DIE_AREA = 0 0 89 89
</file>
<file path="./constraint.sdc">
current_design TRANSMITTER

set clk_period 2.0
set clk_io_pct 0.2

create_clock -name clk0 -period $clk_period [get_ports {clk}]

set non_clock_inputs [all_inputs -no_clocks]
set_input_delay [expr $clk_period * $clk_io_pct] -clock clk0 $non_clock_inputs
set_output_delay [expr $clk_period * $clk_io_pct] -clock clk0 [all_outputs]
</file>
==> run summary <==
Notes on the flow outputs.

- The run finished with clean final reports.
- The H-tree depth reads 1.
- The first-pass GRT wire length reads 2770 µm.
- Once layout is complete, the utilization of the core stands at 0.256.
- The worst-case register-to-register setup slack is 0.28 ns.
- In this run the worst hold path is classified as reg -> reg.
- The pre-placement core utilization reads 0.192.
- The required time at the worst-slack endpoint is 1.60 ns.
- The total number of clock tree sinks reads 13.
- The share of synthesized area in the top cell type comes to 0.335.
- For reference, the final report shows the hold violation count at 0.
- The finished cells cover 1190 µm².
- The count of antenna diodes in the layout reads 0.
- Of the total synthesized cell area, the portion taken by AND-OR and OR-AND cells is 0.123.
- The area share of and/or/nand/nor cells after synthesis is 0.187.
- The number of global-route vias before repair was 599.
- The post-synthesis xor/xnor area fraction is 0.0196.
- The all-layer global routing usage reads 0.0435.
- The async set-or-reset flop fraction in the synthesized netlist is 0.231.
- The maximum number of pins on one net before global-route repair is 10.
- The summed standard-cell area reported by yosys is 896 µm².
- The count of state elements after synthesis is 13.
- The fraction of final layout cells with drive strength greater than 1 reads 0.204.
- The clock transition time at the flip-flop clock pins of the worst setup and hold paths reads 0.06 ns.
- The area of the chip reads 7920 µm².
- The detailed router's first-iteration violation count reads 25.
- Among the non-sequential cells, simple AND/OR/NAND/NOR gates take the most area.
- In this run the power density over the cells is 1300 nW/µm².
- The max-capacitance violation count reads 0.
- The total cells reported by yosys after synthesis reads 82.
- After synthesis the cells add up to 896 µm².
- The transition at the pin with the smallest max-transition slack is 0.301 ns.
- The cell type with the largest total area reads sky130_fd_sc_hd__edfxtp_1.
- The floorplan step set the die height to 89 µm.
- Across the routed clock network, the largest skew measured is 0.00467 ns.
- For this sky-water flow run, the detailed-routed wirelength per cell is reported as 11.5 µm.
- The count of buffers from port buffering reads 19.
- The number of CTS-inserted buffers reads 3.
- The clock tree from TritonCTS is built.
- Setup repair after global routing left no endpoint under its margin.
- The count of yosys warnings during synthesis reads 1.
- The number of enable-type register cells in the synthesized netlist is 10.
- The achievable frequency is 528 MHz.
- The via-per-instance ratio reads 4.21.
- The worst max-slew margin expressed relative to the limit reads 0.798.
- The number of top-level pins reads 20.
- The leakage power figure is 0.000473 µW.
- The placed instance area is 1150 µm².
- The final HPWL from detailed placement is 1430 µm.
- The final number of setup-violating endpoints is 0.
- The detail route stage leaves a number of antenna-violating nets equal to 0.
- After clock tree synthesis, the setup repair step added 0 buffers.
- The mean instance size in the synthesized netlist is 10.9 µm².
- The total overflow left after global routing is 0.
- Summed over all failing endpoints, the final setup total negative slack is 0 ns.
- In the finished design, the share of the clock period the worst path needs comes to 0.947.
- For reference, the placement row count at floorplan is 25.
- STA classifies the critical path startpoint as a register.
- The initial antenna violation count was 0.
- The final hold slack is 0.478 ns.
- The placer's final routability congestion estimate is 0.787.
- The maximum net fanout on the critical path is 6.
- The synthesized netlist cell count is 82.
- The maximum number of buffers from clock root to sink is 2.
- The layout overhead on the synthesized area is 33.2%.
- The number of distinct library cells after synthesis is 35.
- Of the synthesized area, sequential elements account for 0.420.
- Looking at the setup timing report, the critical path kind is reg -> out.
- The dominant register cell is sky130_fd_sc_hd__edfxtp_1.
- STA classifies the critical path endpoint as a primary output.
- The time the worst path needs with I/O delays and setup is 1.89 ns.
- The length of the first detailed-routing pass in iterations reads 4.
- The CTS root buffer reads sky130_fd_sc_hd__clkbuf_8.
- Pins over their slew limit in the final report were tallied at 0.
- The source-to-sink clock delay at the later pin of the worst-skew pair reads 0.24 ns.
- Data on the critical path arrives at its endpoint at 1.49 ns.
- The final route contains 661 vias.
- The total number of warnings across the stage logs is 31.
- The number of remaining DRC errors is 0.
- The mux cell area share after synthesis is 0.0628.
- The analysis reports a worst IR drop on VDD of 367 µV.
- The final wirelength is 1800 µm.
- The adder and majority cell fraction of the synthesized area reads 0.112.
- By area the synthesized netlist is led by sky130_fd_sc_hd__edfxtp_1 34%, sky130_fd_sc_hd__ha_1 11%, sky130_fd_sc_hd__dfrtp_1 5.6%.
- From left edge to right edge, the die measures 89 µm.
- The total area inside the core boundary comes to 4660 µm².
[cell type report]
| type | instances | area (µm²) |
|---|---|---|
| Clock buffer | 4 | 45.0 |
| Inverter | 8 | 30.0 |
| Sequential cell | 13 | 377 |
| Multi-Input combinational cell | 55 | 454 |
| Fill cell | 476 | 3470 |
| Tap cell | 54 | 67.6 |
| Timing Repair Buffer | 23 | 220 |
[sequential cells by signal, summed over array words and instances (netlist names)]
name           cells
tx_en              1
current_state      2
tx_out             1
TX_VALID           1
ind                4
index              4
[cells by family after synthesis]
group | Yosys count
and+or+nand+nor | 29
xor gates and xnor gates | 2
buffers and inverters | 14
muxes | 3
AOI/OAI and AO/OA | 13
DFF | 13
adders and majority gates | 8
[worst max-delay path, cell delays in order (launching register included)]
cell	delay, ns
sky130_fd_sc_hd__dfrtp_1	0.40
sky130_fd_sc_hd__inv_2	0.12
sky130_fd_sc_hd__ha_2	0.24
sky130_fd_sc_hd__clkdlybuf4s50_1	0.48
[path summary, 6_finish.rpt]
kind                       cells past startpoint              from               end
max                                            3  current_state[0]          TX_BUSSY
min                                            2            tx_out            tx_out
max in group asynchronous                      3               rst            tx_out
min in group asynchronous                      3               rst  current_state[0]
max reg2reg                                    6  current_state[1]  current_state[1]
min reg2reg                                    2            tx_out            tx_out
[metrics by stage]
step | setup WS [ns] | power, µW | cells
final | 0.107 | 1560 | 157
after detailed placement | 0.195 | 1320 | 153
after CTS | 0.0394 | 1570 | 157
after global placement | 0.200 | 1310 | 153
after floorplan | 0.355 | 1110 | 82
after global routing | 0.0170 | 1680 | 157
[placed cells by master, fill, tap and decap left out, drive strengths merged, types with 2 or more instances in the layout]
cell type	Yosys	layout
o21ai	2	2
nor2b	4	4
nor2	5	5
buf	2	4
clkdlybuf4s50	0	19
inv	8	8
clkbuf	4	4
and2	2	2
a21oi	2	2
mux4	2	2
ha	8	8
nor3	5	5
edfxtp	10	10
nand2	6	6
and3	2	2
dfrtp	2	2
[synth_stat cells, types with 2 or more instances]
cell and count:
sky130_fd_sc_hd__nor3_1 3, sky130_fd_sc_hd__clkbuf_1 4, sky130_fd_sc_hd__and3_1 2, sky130_fd_sc_hd__nand2_1 6, sky130_fd_sc_hd__buf_6 2, sky130_fd_sc_hd__inv_1 8
sky130_fd_sc_hd__nor2_1 5, sky130_fd_sc_hd__nor3_2 2, sky130_fd_sc_hd__a21oi_1 2, sky130_fd_sc_hd__edfxtp_1 10, sky130_fd_sc_hd__ha_1 8, sky130_fd_sc_hd__mux4_2 2
sky130_fd_sc_hd__dfrtp_1 2, sky130_fd_sc_hd__and2_1 2, sky130_fd_sc_hd__nor2b_1 4
[what timing repair did]
action                                  CTS  global route
hold buffers                              0             0
gates resized                             1             1
endpoints found under the setup margin    1             1
[routing by layer]
layer	vias to the layer above	share of wire	track usage
met1	315	0.44	0.0563
met4	0	0	0.00145
met2	20	0.47	0.0711
li1	326	-	-
met5	-	0	0
met3	0	0.089	0.0174
[report_power, final]
part           leakage [µW]  internal, µW  switching (µW)
logic              0.000321           433             394
registers          0.000129           423            74.0
clock network     0.0000228           141            92.7
Power and IR drop assume default switching activity.
